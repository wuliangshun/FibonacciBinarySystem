==> /design/flow/config.mk <==
export PLATFORM = sky130hd
export DESIGN_NAME = sub_fibonacci
export DESIGN_NICKNAME = sub_fibonacci
export VERILOG_FILES = /design/flow/design.v
export SDC_FILE = /design/flow/constraint.sdc
export NUM_CORES = 4
export LEC_CHECK = 1
export CORE_UTILIZATION = 30
==> /design/flow/constraint.sdc <==
current_design sub_fibonacci

set clk_period 21.8
set clk_io_pct 0.2

create_clock -name clk0 -period $clk_period [get_ports {clk}]

set non_clock_inputs [all_inputs -no_clocks]
set_input_delay [expr $clk_period * $clk_io_pct] -clock clk0 $non_clock_inputs
set_output_delay [expr $clk_period * $clk_io_pct] -clock clk0 [all_outputs]
==> /design/flow/design.v <==
module sub_fibonacci(clk,rst,en,input_i,input_j,out_sub,sub_done);
  input clk;
  input rst;
  input en;
  input [31:0] input_i;  
  input [31:0] input_j;  
  output reg [31:0] out_sub;
  output sub_done;
  reg [31:0] mark_1; 
  reg [9:0] cnt;
  reg sub_done;
  reg done;
  reg [9:0] count;
  reg [31:0] mark_fu;   
  reg [31:0] mark_fu_fu;   
  reg [31:0] mark_sub;   
  reg [31:0] mark_sub_sub;  
  reg [31:0] sub;
  reg [2:0] current_state;
  reg [2:0] next_state;
  parameter IDLE=3'b000;
  parameter SUB=3'b001;
  parameter QU_FU_SHU=3'b010;
  parameter XI_SHU_HUA=3'b011;
  parameter BIAN_HUAN=3'b100;
  parameter WEI_SHU_DEAL=3'b101;
  always @(posedge clk or negedge rst) begin
      if(!rst)
		 current_state<=IDLE;
		else
		 current_state<=next_state;
		 end
  always @(*) begin
      if(!rst)
	      next_state = IDLE;
		else
	     begin
	       case(current_state)
			   IDLE: begin
				        if(en)
						    next_state =SUB;
						  else
						    next_state = IDLE;
						end
				SUB: begin
				       if(done==1)
						   next_state = QU_FU_SHU;
						 else
						   next_state = SUB;
						end
				QU_FU_SHU : begin
                           if(done==1)
							         next_state = BIAN_HUAN;
								   else
							         next_state = QU_FU_SHU;
								  end 
				XI_SHU_HUA: begin
				               if(done==1)
									   next_state = BIAN_HUAN;
									else
									   next_state = XI_SHU_HUA;
								 end
				BIAN_HUAN: begin
				              if((done==1)&&(count==0)&&(mark_sub>3))
								     next_state = XI_SHU_HUA;
								  else if((done==1)&&(count==2)&&(mark_sub<=3)&&((mark_fu!=0)||(mark_fu_fu!=0)))
									  next_state= QU_FU_SHU;
								  else if((done==1)&&(count==2)&&(mark_sub<=3)&&((mark_fu==0)||(mark_fu_fu==0)))
								     next_state =WEI_SHU_DEAL;
								  else
								     next_state = BIAN_HUAN;
								end
				WEI_SHU_DEAL: begin
                            if(sub_done==1)
						             next_state= IDLE;
							       else if (mark_sub>3)
							          next_state=XI_SHU_HUA;
									 else
									    next_state=WEI_SHU_DEAL;
						        end
				 default : next_state =IDLE; 
	          endcase
         end				 
		end
	always @(posedge clk or negedge rst) begin
           if(!rst)
			     begin
				    cnt<=31;
				    mark_1<=0;
				    count<=0;
					 mark_fu<=0;
					 mark_fu_fu<=0;
					 mark_sub<=0; 
					 mark_sub_sub<=0;
				    done<=0; 
					 sub_done<=0;
					 out_sub<=0;
					 sub<=0;
				  end
				 else 
				  begin
				    done <=0;
				    case(next_state)
					 IDLE : begin
					         mark_1<=0;
								cnt<=31;
				        	   sub_done<=0;
								count<=1;
								sub<=0;
					         if(en)
								 done<=1;
								else
								 done<=0;
					        end
					 SUB : begin
					         if(count<=31)
								   begin
									  if(input_i[count]<input_j[count])
									     begin
										    sub[count]<=1;
											 mark_fu[count]<=1;
											 count<=count+1'b1;
										  end
									  else
									    begin 
									     sub[count]<= input_i[count]-input_j[count];
								        count<=count+1'b1;
										  if(input_i[count]>input_j[count])
										     mark_1[count]<= 1;
										  else 
										     mark_1[count]<= 0;
										 end 
									end 
								else
					            begin
								     done<=1;
									  cnt<=31;
									  count<=1; 
								   end 	  
									end 
						QU_FU_SHU: begin
						             if(mark_fu>mark_1)
										    begin
										     if((mark_fu[cnt]==1)&&(mark_sub[cnt-1]==1))
											     begin
												     count<=2;
													  done<=1;
												  end
											  else if((mark_fu[cnt]==1)&&(mark_sub[cnt-1]!=1)) 
											     begin
												    sub[cnt-1]<=0;
												    sub[cnt]<=0;
												    cnt<=cnt-1;
												    mark_fu[cnt]<=0;
													 mark_fu[cnt-1]<=0;   
													 mark_1[cnt-1]<=0;
													 if(mark_1[cnt-2]==1)  
													   begin 
													     mark_1[cnt-2]<=0;
														  sub[cnt-2]<=0;
														end 
													 else
													   begin  
														 mark_fu[cnt-2]<=1;
														 sub[cnt-2]<=1;
														end 
												  end 
											  else
											    cnt<=cnt-1;
										    end 
										 else begin 
			             			  if(count<=29)
										    begin
											   if(mark_sub>3)
												  begin
												    done<=1;
													 count<=2;
												  end
												else begin  
											     if(mark_fu[count]==1)     
												   begin
													  count<=count+1'b1;
													  sub[count]<=0;
													  mark_fu[count]<=0;
													  if(mark_fu[count+1]==1)  
													    begin 
														 mark_fu[count+1]<=0;
													    sub[count+1]<=0;     
														 end 
													  else if(sub[count+1]==1)  
													    mark_sub[count+1]<=1;
													  else                      
													    sub[count+1]<=1; 
													  if(mark_fu[count+2]==1)  
													    begin 
													    mark_fu_fu[count+2]<=1;
														 mark_fu[count+2]<=0;
														 end 
													  else if(sub[count+2]==1)  
													    sub[count+2]<=0;
													  else begin                
													    sub[count+2]<=1;
														 mark_fu[count+2]<=1;
													  end 
													end 
												  else if(mark_fu_fu[count]==1)    
									             begin
											          mark_fu_fu[count]<=0;
														 mark_fu[count]<=1;
														 count<=count+1'b1;
														 if(mark_fu[count+1]==1)   
														   begin 
															 sub[count+1]<=0;
															 mark_fu[count+1]<=0; 
															end 
														 else if(sub[count+1]==1)  
														    mark_sub[count+1]<=1;
														 else                       
														    sub[count+1]<=1;
														 if(mark_fu[count+2]==1)    
														    begin 
																mark_fu_fu[count+2]<=1;
															   mark_fu[count+2]<=0;
														    end 	
														 else if(sub[count+2]==1)  
														      sub[count+2]<=0;
													    else                      
														    begin 
														     sub[count+2]<=1;
															  mark_fu[count+2]<=1;
															 end 
														end
												  else
												    count<=count+1'b1;
											   end 
											  end 
											else
											  begin 
											count<=2;
											done<=1;
											 end 
										  end
									  end 
				XI_SHU_HUA:begin
                         if(count<=29)
									  begin
									     if((mark_sub[count]==1)&&(mark_sub[count+1]==1))    
										     begin
											     mark_sub[count]<=0;
												  mark_sub[count+1]<=0;
												  count<=count+1'b1;
												  if(mark_sub[count+2]==1)
												     begin  
													   mark_sub[count+2]<=0;
														mark_sub_sub[count+2]<=1;
													  end 
													else if(sub[count+2]==1)
													   begin
														  mark_sub[count+2]<=1;
														end 
												   else 
													   sub[count+2]<=1;
											   end
										  else if((mark_sub[count+1]==1)&&(mark_sub_sub[count]==1))   
										      begin
												   mark_sub_sub[count]<=0;
													mark_sub[count]<=1;
													mark_sub[count+1]<=0;
													count<=count+1'b1;
													if(mark_sub[count+2]==1)
													  begin 
													  mark_sub[count+2]<=0;
													  mark_sub_sub[count+2]<=1;
													  end 
													else if(sub[count+2]==1)
													  begin
													     mark_sub[count+2]<=1;
													  end
													else
													  sub[count+2]<=1;	 
												 end 
										   else if((mark_sub[count]==1)&&(mark_sub_sub[count+1]==1))  
										       begin
												    mark_sub[count]<=0;
													 mark_sub_sub[count+1]<=0;
													 mark_sub[count+1]<=1;
													 count<=count+1'b1;
													 if(mark_sub[count+2]==1)
													   begin 
													    mark_sub[count+2]<=0;
														 mark_sub_sub[count+2]<=1;
														end 
													 else if(sub[count+2]==1)
													   begin 
														  mark_sub[count+2]<=1;
														end 
													 else
													     sub[count+2]<=1;
											     end 
											 else if((mark_sub_sub[count]==1)&&(mark_sub_sub[count+1]==1))   
											     begin
												     mark_sub_sub[count]<=0;
													  mark_sub_sub[count+1]<=0;
													  mark_sub[count]<=1;
													  mark_sub[count+1]<=1;
													  count<=count+1'b1;
													  if(mark_sub[count+2]==1)
												       begin  
													      mark_sub[count+2]<=0;
														   mark_sub_sub[count+2]<=1;
													    end 
													  else if(sub[count+2]==1)
													    begin
														   mark_sub[count+2]<=1;
														 end 
												   else 
													   sub[count+2]<=1;
												  end  
											else        
										   count<=count+1'b1;
									  end 
									else
									  begin 
									  count<=2;
									  done<=1;
									  end 
				           end 
				BIAN_HUAN: begin
				             if(count<=30)
									    begin
										    if(((mark_sub[1]==1)||(mark_sub_sub[1]==1))&&((mark_sub[2]==1)||(mark_sub_sub[2]==1)))
											    begin
												   done<=1;
													count<=0;
												 end
											else begin  
										    if(mark_sub[count]==1)   
											    begin
												   if((mark_sub[count+1]==1)||(mark_sub_sub[count+1]==1))
													   begin
													     done<=1;
														  count<=0;
														end
												   else begin
											       mark_sub[count]<=0;		
												    sub[count]<=0;
													 count<=count+1'b1;
													 if(mark_fu_fu[count+1]==1)   
													    begin
														   mark_fu_fu[count+1]<=0;
															mark_fu[count+1]<=1;
														 end 
													 else if(mark_fu[count+1]==1)  
													    begin
														  mark_fu[count+1]<=0;
														  sub[count+1]<=0;
														 end 
													 else if(sub[count+1]==1)       
													    mark_sub[count+1]<=1;
													 else                           
													    sub[count+1]<=1;
													 if(mark_sub[count-2]==1)      
													    begin 
													    mark_sub[count-2]<=0;
														 mark_sub_sub[count-2]<=1;
														 end
													 else if(mark_fu_fu[count-2]==1)  
													    begin
														    mark_fu[count-2]<=1;
															 mark_fu_fu[count-2]<=0;
														 end 
													 else if(mark_fu[count-2]==1)    
													    begin
														    mark_fu[count-2]<=0;
															 sub[count-2]<=0;
														 end 
													 else if(sub[count-2]==1)   
													    mark_sub[count-2]<=1;
													 else                       
													    sub[count-2]<=1;
													     end
											          end
											 else if(mark_sub_sub[count]==1)    
											       begin
													    if((mark_sub[count+1]==1)||(mark_sub_sub[count+1]==1))
														   begin
														     done<=1;
															  count<=0;
															end 
														 else begin 
													      mark_sub_sub[count]<=0;
													      count<=count+1'b1;
															if(mark_fu_fu[count+1]==1)   
															   begin
																  mark_fu_fu[count+1]<=0;
																  mark_fu[count+1]<=1;
																end 
															else if(mark_fu[count+1]==1)  
															   begin
																  mark_fu[count+1]<=0;
																  sub[count+1]<=0;
																end 
													      else if(sub[count+1]==1)    
															     mark_sub[count+1]<=1;
															else                         
													           sub[count+1]<=1;
															if(mark_sub[count-2]==1)    
															  begin 
													        mark_sub[count-2]<=0;
															  mark_sub_sub[count-2]<=1;
															  end 
															else if(mark_fu_fu[count-2]==1) 
															  begin
															   mark_fu_fu[count-2]<=0; 
															   mark_fu[count-2]<=1;
															  end 
															else if(mark_fu[count-2]==1)  
															  begin
															    mark_fu[count-2]<=0;
																 sub[count-2]<=0;
															  end 
															else if(sub[count-2]==1)    
															   mark_sub[count-2]<=1;
															else                        
													         sub[count-2]<=1;		
														       end 
												    end
											 else           
											   count<=count+1'b1;
										    end 
											 end 
			                    else
									     begin
										   done<=1;
											count<=2;
										  end 
				           end 
				WEI_SHU_DEAL: begin
				                  if((mark_sub_sub[0]==1)||(mark_sub[0]==1))  
										  begin
										     sub[0]<=0;
											  mark_sub_sub[0]<=0;
											  mark_sub[0]<=0;
										  end
									   if(mark_sub_sub[1]==1)    
										  begin
										     mark_sub[1]<=1;
											  mark_sub_sub[1]<=0;
											  if(sub[2]==0)
											    sub[2]<=1;
											  else
											    mark_sub[2]<=1;
										  end 
										 if(mark_sub[1]==1)  
										     begin
												 mark_sub[1]<=0;
												 if(sub[2]==0)
												    sub[2]<=1;
												 else
												   mark_sub[2]<=1; 
											  end 
										 if(mark_sub==0)
										   begin
											out_sub<=sub;
											sub_done<=1;
											end 
                           end
 					endcase	
					end
					end 
endmodule 						 
==> /design/flow/run.sh <==
#!/bin/bash
# OpenROAD 26Q1-2900-gdf79404cd8, Yosys 0.63+post, stock flow scripts
make -C /OpenROAD-flow-scripts/flow DESIGN_CONFIG=/design/flow/config.mk WORK_HOME=/design/flow/orfs finish
==> flow_metrics.env <==
# implementation run metrics
export IMPL_status="complete, no violations"
export IMPL_worstPathMaxFanout=67
export IMPL_setup_ws_ns=13.36
export IMPL_place_gp_congestion=1.23
export IMPL_syn_instance_count=4669
export IMPL_setup_violations=0
export IMPL_vdd_ir_drop_worst_uv=99.7
export IMPL_edf_count=0
export IMPL_synth_simple_gate_area_share_pct=22.9
export IMPL_remaining_drc_errors=0
export IMPL_max_cap_violations=0
export IMPL_dr_pass1_iters=11
export IMPL_routed_wire_length_per_instance_um=50.3
export IMPL_crit_arrival_ns=8.98
export IMPL_worst_setup_path_type="input pin to flip-flop"
export IMPL_ys_warn_count=1
export IMPL_aoi_share_pct=35.5
export IMPL_first_global_vias=44700
export IMPL_hold_violations=0
export IMPL_chip_area_um2=115000
export IMPL_tightestPinTransition_ns=1.27
export IMPL_setup_repair_after_global_routing_missed_its_margin="no"
export IMPL_yosysSeqAreaShare_pct=18.5
export IMPL_n_fill_cell=12000
export IMPL_total_i_o_pin_count=100
export IMPL_cts_hold_fix_buffers=0
export IMPL_synth_area_um2=34100
export IMPL_grt_start_max_net_pins=68
export IMPL_io_buffers=99
export IMPL_grt_antenna_before_repair=54
export IMPL_setup_reg_to_reg_worst_slack_ns=13.38
export IMPL_placeableCoreArea_um2=113000
export IMPL_flops_after_synth=252
export IMPL_r2r_path_end="sub[6]"
export IMPL_synth_chip_area_um2=34100
export IMPL_drt_vias_per_instance=7.56
export IMPL_detailedRoute_firstIterationViolations=7733
export IMPL_finalClockPeriodUsage_pct=38.7
export IMPL_hold_path_class="flip-flop to flip-flop"
export IMPL_postSynth_asyncResetShare_pct=100
export IMPL_startpoint_type="input pin"
export IMPL_clock_insertion_delay_worst_skew_ns=0.68
export IMPL_grtUsageTotal_pct=55.9
export IMPL_muxShareOfSynthArea_pct=12.4
export IMPL_yosys_area_share_xor_xnor_pct=1.38
export IMPL_cts_buffers_inserted=41
export IMPL_cp_data_required_time_ns=22.34
export IMPL_synth_stat_cells=4669
export IMPL_relSlewSlack_pct=12.8
export IMPL_peak_clock_frequency_supported_by_timing_mhz=118
export IMPL_pwr_density_cell_nw_per_um2=140
export IMPL_regToRegStartpoint="cnt[1]"
export IMPL_post_cts_setup_buffers=0
export IMPL_dieHeight_um=339
export IMPL_ys_dominant_reg_cell="sky130_fd_sc_hd__dfrtp_1"
export IMPL_die_x_um=339
export IMPL_fp_utilization_pct=30.3
export IMPL_routed_wirelength_um=322000
export IMPL_worstHoldEndpoint="mark_1[4]"
export IMPL_ctsLongestPathBuffers=3
export IMPL_totalNegativeSetupSlack_ns=0
export IMPL_static_leakage_uw=0.0144
export IMPL_wire_length_of_the_first_global_routing_pass_um=424000
export IMPL_fin_worst_skew_ns=0.0475
export IMPL_critPathCaptureType="flip-flop"
export IMPL_place_ws_ns=12.94
export IMPL_fa_ha_area_share_pct=2.71
export IMPL_post_cts_clock_slew_at_the_launch_and_capture_registers_of_the_worst_setup_and_hold_paths_ns=0.06
export IMPL_worst_case_reg_to_reg_path_depth=21
export IMPL_timing_final_max_slew_violations=0
export IMPL_timing_hold_worst_start="mark_1[4]"
export IMPL_cts_repair_resize_count=0
export IMPL_netlist_cell_type_count=109
export IMPL_cts_root_buf="sky130_fd_sc_hd__clkbuf_16"
export IMPL_dp_hpwl_um=238000
export IMPL_min_period_ns=8.44
export IMPL_cts_htree_levels=2
export IMPL_final_antenna_net_count=0
export IMPL_timing_critical_path_from="rst"
export IMPL_remaining_global_route_overflow=0
export IMPL_tritoncts="done"
export IMPL_synth_logic_top_family="AND-OR/OR-AND gates"
export IMPL_timing_hold_worst_path_depth=2
export IMPL_area_delta_synth_final_pct=17.4
export IMPL_rows=123
export IMPL_detailroute_via_count=48400
export IMPL_synth_area_per_cell_um2=7.31
export IMPL_cts_num_sinks=252
export IMPL_warning_count=40
export IMPL_drive_above_1_share_pct=16.4
-- cells in the mapped netlist, types with 25 or more instances --
| master | number | share of area, % |
|---|---|---|
| sky130_fd_sc_hd__a211oi_1 | 61 | 1.3 |
| sky130_fd_sc_hd__a21o_1 | 25 | 0.55 |
| sky130_fd_sc_hd__a21oi_1 | 340 | 5.0 |
| sky130_fd_sc_hd__a221oi_1 | 47 | 1.2 |
| sky130_fd_sc_hd__a22o_1 | 38 | 0.98 |
| sky130_fd_sc_hd__a22oi_1 | 66 | 1.5 |
| sky130_fd_sc_hd__a31oi_1 | 63 | 1.2 |
| sky130_fd_sc_hd__and2_1 | 30 | 0.55 |
| sky130_fd_sc_hd__and3_1 | 32 | 0.59 |
| sky130_fd_sc_hd__buf_1 | 31 | 0.34 |
| sky130_fd_sc_hd__buf_2 | 76 | 1.1 |
| sky130_fd_sc_hd__buf_4 | 25 | 0.55 |
| sky130_fd_sc_hd__clkbuf_1 | 263 | 2.9 |
| sky130_fd_sc_hd__dfrtp_1 | 246 | 18 |
| sky130_fd_sc_hd__ha_1 | 74 | 2.7 |
| sky130_fd_sc_hd__inv_1 | 72 | 0.79 |
| sky130_fd_sc_hd__mux2_2 | 72 | 2.4 |
| sky130_fd_sc_hd__mux2i_1 | 112 | 3.3 |
| sky130_fd_sc_hd__mux4_2 | 102 | 6.7 |
| sky130_fd_sc_hd__nand2_1 | 564 | 6.2 |
| sky130_fd_sc_hd__nand2b_1 | 37 | 0.68 |
| sky130_fd_sc_hd__nand3_1 | 120 | 1.8 |
| sky130_fd_sc_hd__nand4_1 | 49 | 0.90 |
| sky130_fd_sc_hd__nor2_1 | 453 | 5.0 |
| sky130_fd_sc_hd__nor2b_1 | 27 | 0.49 |
| sky130_fd_sc_hd__nor3_1 | 107 | 1.6 |
| sky130_fd_sc_hd__nor4_1 | 82 | 1.5 |
| sky130_fd_sc_hd__o211ai_1 | 98 | 2.2 |
| sky130_fd_sc_hd__o21a_1 | 43 | 0.95 |
| sky130_fd_sc_hd__o21ai_0 | 590 | 8.7 |
| sky130_fd_sc_hd__o21ai_1 | 31 | 0.45 |
| sky130_fd_sc_hd__o221ai_1 | 73 | 1.9 |
| sky130_fd_sc_hd__o22ai_1 | 91 | 1.7 |
| sky130_fd_sc_hd__o31ai_1 | 38 | 0.84 |
| sky130_fd_sc_hd__or3_1 | 25 | 0.46 |
| sky130_fd_sc_hd__xnor2_1 | 33 | 0.85 |
-- through the flow --
stage | hold WS, ns | instance area, um^2 | utilization, % | instances | power [uW]
6_report | 0.499 | 40100 | 35.6 | 6401 | 5610
5_1_grt | 0.528 | 40000 | 35.5 | 6374 | 5470
4_1_cts | 0.494 | 39900 | 35.4 | 6338 | 5150
3_5_place_dp | 0.480 | 38400 | 34.1 | 6263 | 4370
3_3_place_gp | 0.473 | 38400 | 34.1 | 6263 | 4420
2_1_floorplan | 0.449 | 34100 | - | 4669 | 2380
-- how the worst max path moves through the flow --
stage                         end  slack (ns)  depth (start not counted)
after CTS                 sub[22]       13.62                         15
after global routing       sub[6]       13.16                         21
final                 mark_fu[22]       13.36                         13
-- cell families after synthesis --
logic type | Yosys count
AOI/OAI and AO/OA | 1857
xor gates and xnor gates | 52
adders and majority gates | 74
buffers and inverters | 497
DFF | 252
muxes | 286
and+or+nand+nor | 1651
-- power by group --
group	total (uW)	switching [uW]	leakage [uW]	internal (uW)
combinational	4160	3210	0.0103	947
clock	775	313	0.000716	462
sequential	682	155	0.00340	527
total	5610	3680	0.0144	1940
-- cell usage in the layout (no fill, tap or decap), types with 41 or more instances in the layout --
master	netlist	layout
sky130_fd_sc_hd__dfrtp_1	246	242
sky130_fd_sc_hd__a221oi_1	47	46
sky130_fd_sc_hd__a31oi_1	63	63
sky130_fd_sc_hd__clkbuf_16	0	41
sky130_fd_sc_hd__buf_4	25	414
sky130_fd_sc_hd__mux2_2	72	72
sky130_fd_sc_hd__clkdlybuf4s50_1	0	98
sky130_fd_sc_hd__o221ai_1	73	73
sky130_fd_sc_hd__nand4_1	49	49
sky130_fd_sc_hd__o211ai_1	98	98
sky130_fd_sc_hd__mux2i_1	112	112
sky130_fd_sc_hd__nor4_1	82	78
sky130_fd_sc_hd__o21ai_0	590	588
sky130_fd_sc_hd__a22oi_1	66	66
sky130_fd_sc_hd__diode_2	0	63
sky130_fd_sc_hd__nand3_1	120	116
sky130_fd_sc_hd__nand2_1	564	564
sky130_fd_sc_hd__nor2_1	453	444
sky130_fd_sc_hd__ha_1	74	74
sky130_fd_sc_hd__mux4_2	102	102
sky130_fd_sc_hd__a211oi_1	61	59
sky130_fd_sc_hd__inv_1	72	72
sky130_fd_sc_hd__o22ai_1	91	91
sky130_fd_sc_hd__nor3_1	107	101
sky130_fd_sc_hd__o21a_1	43	43
sky130_fd_sc_hd__a21oi_1	340	339
-- state kept, by name (all words and copies together) (netlist names), 32 cells and up --
signal        cells
mark_1           32
mark_fu          32
mark_fu_fu       32
mark_sub         32
mark_sub_sub     32
out_sub          32
sub              32
-- area by class of cell --
type	count	area (um^2)	area share, %
diodes	63	158	0.394
clock buffers	54	1130	2.83
clock inverters	21	343	0.856
inverters	78	293	0.731
multi-input cells	3920	25800	64.5
flip-flops and latches	252	6320	15.8
well taps	1500	1880	4.69
repair buffers	513	4100	10.2
-- metal layers --
metal  global-route usage (%)  vias up  part of all wire, %
li1                         -    18300                    -
met1                     64.5    23500                   35
met3                     39.2     1703                   18
met4                     41.6       59                   10
met5                     19.0        -                 0.77
met2                     69.0     4822                   37
-- worst max-delay path: stages --
cell and delay (ns):
sky130_fd_sc_hd__buf_8 0.45, sky130_fd_sc_hd__nand3_1 0.22, sky130_fd_sc_hd__or2_2 0.35, sky130_fd_sc_hd__o31ai_1 0.48
sky130_fd_sc_hd__or2_1 0.21, sky130_fd_sc_hd__buf_4 0.42, sky130_fd_sc_hd__nor2_1 0.10, sky130_fd_sc_hd__buf_4 0.26
sky130_fd_sc_hd__a21boi_1 0.45, sky130_fd_sc_hd__or3b_1 0.61, sky130_fd_sc_hd__buf_4 0.37, sky130_fd_sc_hd__o21ai_0 0.38
sky130_fd_sc_hd__o21ai_0 0.14
Power figures rest on the tool's default switching activity, not on a simulated workload.
